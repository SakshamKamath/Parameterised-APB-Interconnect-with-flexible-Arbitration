==> config.mk <==
export PLATFORM = sky130hd
export DESIGN_NAME = APB_MASTER
export DESIGN_NICKNAME = APB_MASTER
export VERILOG_FILES = /design/flow/design.v
export SDC_FILE = /design/flow/constraint.sdc
export NUM_CORES = 4
export LEC_CHECK = 1
export CORE_AREA = 10 10 70 70
export DIE_AREA = 0 0 80 80
==> constraint.sdc <==
current_design APB_MASTER

set clk_period 1.1
set clk_io_pct 0.2

create_clock -name clk0 -period $clk_period [get_ports {I_PCLK}]

set non_clock_inputs [all_inputs -no_clocks]
set_input_delay [expr $clk_period * $clk_io_pct] -clock clk0 $non_clock_inputs
set_output_delay [expr $clk_period * $clk_io_pct] -clock clk0 [all_outputs]
==> design.v <==
module APB_FIFO #(
    parameter MEM_DEPTH = 1,
    parameter MEM_WIDTH = 1
)(
    input    wire		      	  	  rst_n,
    input    wire    		          clk,
    input    wire    		      	  wr_en,
    input    wire  [MEM_WIDTH - 1:0]  wr_data,
    input    wire    		      	  rd_en,
    output   wire  [MEM_WIDTH - 1:0]  rd_data,
    output   wire		      		  empty, 
    output   wire    		      	  full, 
    output   wire		      		  empty_pre, 
    output   wire    		      	  full_pre,
    output   wire		      		  trnscn_cont 
);
localparam PTR_WIDTH = $clog2(MEM_DEPTH);
logic [PTR_WIDTH  :0]  rd_ptr;
logic [PTR_WIDTH  :0]  wr_ptr;
logic [MEM_DEPTH - 1:0][MEM_WIDTH - 1:0]FIFO_MEM;  
always_ff @(posedge clk) begin : FIFO_WR_CTRL_BLOCK
    if(!rst_n)begin : RST_EN_BLOCK
	FIFO_MEM    <=   '0;
	wr_ptr	    <=   'h0;
    end : RST_EN_BLOCK
    else begin : RST_DIS_BLOCK
	if(wr_en && !full)begin : WR_DATA_BLOCK
	    FIFO_MEM[wr_ptr]	<= wr_data;
	    wr_ptr		<= wr_ptr + 1'b1;
	end : WR_DATA_BLOCK
    end : RST_DIS_BLOCK
end : FIFO_WR_CTRL_BLOCK
always_ff @(posedge clk) begin : FIFO_RD_CTRL_BLOCK
    if(!rst_n)begin : RST_EN_BLOCK
	FIFO_MEM    <=   '0;
	rd_ptr	    <=   'h0;
    end : RST_EN_BLOCK
    else begin : RST_DIS_BLOCK
	if(rd_en && !empty)begin : RD_DATA_BLOCK
	    rd_ptr		<= rd_ptr + 1'b1;
	end : RD_DATA_BLOCK
    end : RST_DIS_BLOCK
end : FIFO_RD_CTRL_BLOCK
assign full	 = ((wr_ptr ^ rd_ptr) == (1 << PTR_WIDTH)) ? 1'b1 : 1'b0 ;
assign empty	 = (wr_ptr == rd_ptr) ? 1'b1 : 1'b0 ;
assign full_pre	 = (((wr_ptr + 1'b1) ^ rd_ptr) == (1 << PTR_WIDTH)) ? 1'b1 : 1'b0 ;
assign empty_pre = (wr_ptr == (rd_ptr + 1'b1)) ? 1'b1 : 1'b0 ;
assign rd_data  = FIFO_MEM[rd_ptr[PTR_WIDTH - 1:0]];
assign trnscn_cont = (FIFO_MEM[rd_ptr[PTR_WIDTH - 1:0]] == FIFO_MEM[rd_ptr[PTR_WIDTH - 1:0] + 1'b1]);
endmodule
module APB_MASTER #(
    parameter MEM_DEPTH        = 1,
    parameter ADDR_WIDTH       = 16,
    parameter DATA_WIDTH       = 32,
    parameter SLAVE_ID_WIDTH   = 1,
    parameter NO_OF_SLAVES     = 1,
    parameter PSEL_WIDTH       = NO_OF_SLAVES
)(
    input   wire				    I_PCLK,
    input   wire				    I_PRESETN,
    input   wire    [ADDR_WIDTH - 1:0]  	TB_PADDR,
    input   wire				    		TB_PADDR_VALID,
    output  wire				        	TB_PADDR_READY,
    input   wire    [DATA_WIDTH - 1:0]  	TB_PWDATA,
    input   wire				    		TB_PWDATA_VALID,
    output  wire				    		TB_PWDATA_READY,
    input   wire				    		TB_PWRITE,
    input   wire    [SLAVE_ID_WIDTH - 1:0]	TB_PSLAVE_ID,
    input   wire				    		I_PREADY,
    input   wire    [DATA_WIDTH - 1:0]      I_PRDATA,
    input   wire				    		I_PSLVERR,
    output  wire    [PSEL_WIDTH - 1:0]	    O_PSEL,
    output  wire			 	    		O_PENABLE,
    output  wire				    		O_PWRITE,
    output  wire    [ADDR_WIDTH - 1:0]      O_PADDR,
    output  wire    [DATA_WIDTH - 1:0]      O_PWDATA
);
struct packed { 
		        logic fifo_empty      ;
				logic fifo_full       ;
				logic fifo_empty_pre  ;
				logic fifo_full_pre   ;
				logic trnscn_cont     ;
	          } addr_fifo_status_t;
struct packed { 
				logic fifo_empty      ;
				logic fifo_full       ;
				logic fifo_empty_pre  ;
				logic fifo_full_pre   ;
	          } wdata_fifo_status_t;
struct packed { 
				logic fifo_rd_en  ;
	          } addr_fifo_rd_ctrl_t;
struct packed { 
				logic fifo_rd_en ;
	      	  } wdata_fifo_rd_ctrl_t;
struct packed { 
				logic [SLAVE_ID_WIDTH - 1:0] fifo_rd_data_pslave_id ;
				logic 			     		 fifo_rd_data_pwrite    ;
				logic [ADDR_WIDTH - 1:0]     fifo_rd_data_paddr     ;
	      	  } addr_fifo_out_t;
struct packed { 
                logic [DATA_WIDTH - 1:0] fifo_rd_data ;
	          } wdata_fifo_out_t;
struct packed { 
				logic [PSEL_WIDTH - 1:0]     psel    ;
				logic			             penable ;
				logic 			             pwrite  ;
				logic [ADDR_WIDTH - 1:0]     paddr   ;
				logic [DATA_WIDTH - 1:0]     pwdata  ;
              } apb_output_bus_t;
logic [ADDR_WIDTH + SLAVE_ID_WIDTH :0] master_addr_fifo_in;
logic [PSEL_WIDTH - 1:0] w_one_hot_psel;
assign master_addr_fifo_in = {TB_PSLAVE_ID, TB_PWRITE, TB_PADDR};
enum {IDLE_BIT	    = 0,
      SETUP_BIT	    = 1, 
      ACCESS_BIT    = 2 
} state_bit;
enum logic[2:0] {IDLE	= 3'b001 << IDLE_BIT,
		 SETUP	= 3'b001 << SETUP_BIT,
		 ACCESS = 3'b001 << ACCESS_BIT
		}APB_State, APB_NxtState;
always_ff @(posedge I_PCLK)begin : APB_FSM
    if(!I_PRESETN)begin
	APB_State   <=   IDLE;
    end
    else begin
	APB_State   <=   APB_NxtState;
    end
end : APB_FSM
always_comb begin : NXT_STATE_LOGIC
    APB_NxtState = APB_State;
    case(1'b1) 
	  APB_State[IDLE_BIT]	: begin
				      		  if(addr_fifo_status_t.fifo_empty != 1'b1 ) begin 
				          		APB_NxtState = SETUP;
				      		  end
				  			  end
	  APB_State[SETUP_BIT]	: begin
				      		  APB_NxtState = ACCESS;
				  			  end
	  APB_State[ACCESS_BIT]	: begin
				      		  if(I_PREADY) begin
					          	if(addr_fifo_status_t.fifo_empty_pre != 1'b1 && addr_fifo_status_t.trnscn_cont == 1'b1) APB_NxtState = SETUP;
					  			else APB_NxtState = IDLE;
                              end
				  			  end
    endcase
end : NXT_STATE_LOGIC
always_comb begin : PSEL_DEC_TO_ONE_HOT_LOGIC
    w_one_hot_psel = '0;
    w_one_hot_psel[addr_fifo_out_t.fifo_rd_data_pslave_id] = 1'b1;
end : PSEL_DEC_TO_ONE_HOT_LOGIC
assign apb_output_bus_t.psel    = {PSEL_WIDTH{(APB_State != IDLE)}} & w_one_hot_psel; 
assign apb_output_bus_t.penable = (APB_State == ACCESS);
assign apb_output_bus_t.pwrite  = ^(apb_output_bus_t.psel) && addr_fifo_out_t.fifo_rd_data_pwrite; 
assign apb_output_bus_t.paddr   = addr_fifo_out_t.fifo_rd_data_paddr;
assign apb_output_bus_t.pwdata  = wdata_fifo_out_t.fifo_rd_data;
assign addr_fifo_rd_ctrl_t.fifo_rd_en  = (APB_State == ACCESS) && I_PREADY;
assign wdata_fifo_rd_ctrl_t.fifo_rd_en = (APB_State == ACCESS) && I_PREADY;
APB_FIFO #(.MEM_DEPTH(MEM_DEPTH), 
           .MEM_WIDTH(ADDR_WIDTH + 1 + SLAVE_ID_WIDTH)
)apb_master_addr_fifo(
    .rst_n	(I_PRESETN),
    .clk	(I_PCLK),
    .wr_en	(TB_PADDR_VALID),
    .wr_data	(master_addr_fifo_in),
    .rd_en	(addr_fifo_rd_ctrl_t.fifo_rd_en),
    .rd_data	(addr_fifo_out_t),
    .empty	(addr_fifo_status_t.fifo_empty), 
    .full	(addr_fifo_status_t.fifo_full), 
    .empty_pre	(addr_fifo_status_t.fifo_empty_pre), 
    .full_pre	(addr_fifo_status_t.fifo_full_pre),
    .trnscn_cont(addr_fifo_status_t.trnscn_cont) 
);
APB_FIFO #(.MEM_DEPTH(MEM_DEPTH), 
           .MEM_WIDTH(DATA_WIDTH)
)apb_master_wdata_fifo(
    .rst_n	  (I_PRESETN),
    .clk	  (I_PCLK),
    .wr_en	  (TB_PWDATA_VALID),
    .wr_data  (TB_PWDATA),
    .rd_en	  (wdata_fifo_rd_ctrl_t.fifo_rd_en),
    .rd_data  (wdata_fifo_out_t.fifo_rd_data),
    .empty	  (wdata_fifo_status_t.fifo_empty), 
    .full	  (wdata_fifo_status_t.fifo_full), 
    .empty_pre(wdata_fifo_status_t.fifo_empty_pre), 
    .full_pre (wdata_fifo_status_t.fifo_full_pre),
    .trnscn_cont() 
);
assign O_PSEL     =  apb_output_bus_t.psel    ;
assign O_PENABLE  =  apb_output_bus_t.penable ;
assign O_PWRITE   =  apb_output_bus_t.pwrite  ;
assign O_PADDR    =  apb_output_bus_t.paddr   ;
assign O_PWDATA   =  apb_output_bus_t.pwdata  ; 
assign TB_PADDR_READY  = TB_PADDR_VALID && !addr_fifo_status_t.fifo_full;
assign TB_PWDATA_READY  = TB_PWDATA_VALID && !wdata_fifo_status_t.fifo_full;
endmodule
==> run.sh <==
#!/bin/bash
# OpenROAD 26Q1-2900-gdf79404cd8, Yosys 0.63+post, stock flow scripts
make -C /OpenROAD-flow-scripts/flow DESIGN_CONFIG=/design/flow/config.mk WORK_HOME=/design/flow/orfs finish
==> flow_metrics.py <==
# Generated from Yosys and OpenROAD reports
metrics = {
    "cells_and_area": {
        "syn_to_final_growth_pct": 11.4,
        "drive_gt1_share_pct": 27.8,
        "final_cell_mix": "50 x conb_1, 13 x buf_4, 6 x dfxtp_2, 4 x nand2_1",
        "mostFrequentLayoutCell": "conb_1",
    },
    "final_timing": {
        "max_freq_mhz": 840,
        "period_used_pct": 108,
        "setup_viol": 3,
        "finalSetupTns_ns": -0.125,
        "whs_ns": 0.446,
        "slew_viol_final": 0,
        "period_needed_ns": 1.19,
        "rsz0062_at_grt": "true",
        "clock_skew_ns": 0.00774,
        "finalHoldViolCount": 0,
        "worst_slack_ns": -0.0910,
    },
    "cts": {
        "root_buffer": "clkbuf_4",
        "cts_hold_buffers": 0,
        "tritoncts": "done",
        "clkTransAtPathRegs_ns": 0.06,
        "clock_latency_ns": 0.25,
        "cts_made_buffers": 3,
        "htreeDepth": 1,
        "clk_path_buf_depth": 2,
        "cts.sinks": 7,
    },
    "global_routing": {
        "grt_pass1_vias": 544,
        "grt_pass1_wl_um": 2170,
        "grt_usage_pct": 3.88,
        "grt_antenna_before_repair": 0,
        "overflow": 0,
        "grt_max_degree": 6,
    },
    "routing": {
        "vias": 442,
        "wl_per_cell_um": 9.21,
        "vias_per_cell": 2.87,
        "first_pass_iters": 2,
        "drtIter0Drc": 11,
        "drc_errors": 0,
        "antennaDiodeCount": 0,
        "wirelength_um": 1420,
        "detail-route-antenna-nets": 0,
    },
    "logic_synthesis": {
        "yosysSeqAreaShare_pct": 19.6,
        "synth_cells": 84,
        "avgSynthCellArea_um2": 8.49,
        "syn_area_um2": 713,
        "ys_cells": 84,
        "ys.flops": 7,
        "ys_warn_count": 9,
        "ys_area_um2": 713,
        "synthDistinctLibCells": 22,
    },
    "min_path": {
        "hold_path_class": "input pin to register",
    },
    "die": {
        "die_width_um": 80,
        "fp.dieH_um": 80,
        "rows": 21,
        "fp_util_pct": 20.9,
        "core_area_mm2": 0.00342,
        "die-area_mm2": 0.00640,
        "pin_count": 141,
    },
    "setup_path": {
        "arrival_ns": 0.97,
        "worstPathCellList": "xnor2_2 > and2_1 > buf_2",
        "crit_path_start_kind": "register",
        "slowest_stage": "dfxtp_2",
        "slowest_delay_ns": 0.33,
        "crit_type": "register to output pin",
        "path_max_fanout": 2,
        "endpoint_kind": "output pin",
        "crit_required_ns": 0.88,
    },
    "pwr": {
        "leakagePower_uw": 0.000413,
        "ir_drop_v": 0.000177,
        "cellPowerDensity_mw_per_mm2": 799,
    },
    "run": {
        "drv_cap": 0,
        "warning_count": 110,
    },
    "place": {
        "place.gp.congestion": 0.757,
        "portBuffers": 7,
        "dp_hpwl_um": 1250,
    },
    "status": {
        "violations": "negative setup slack",
        "status": "finished, violations left",
    },
}
-- path summary, 6_finish.rpt --
check | startpoint | end | slack, ns | depth (start not counted)
min reg2reg | apb_master_wdata_fifo.rd_ptr | apb_master_wdata_fifo.wr_ptr | 0.52 | 2
min | I_PREADY | APB_State[2] | 0.45 | 3
max reg2reg | APB_State[1] | apb_master_addr_fifo.rd_ptr | -0.01 | 3
max | apb_master_addr_fifo.wr_ptr | TB_PADDR_READY | -0.09 | 3
-- logic make-up after synthesis --
kind of cell | Yosys count | share of synthesized area, %
compound gates | 5 | 5.44
xor+xnor | 3 | 3.68
buf+inv | 52 | 53.9
flops | 7 | 19.6
mux | 2 | 2.81
other cells | 1 | 0.526
simple gates | 14 | 14.0
-- final cells by class --
cell class              count  area [um2]
clock buffers               4        26.3
inverters                   1        3.75
fillers                   391        2620
well taps                  46        57.6
multi-input cells          74         385
flip-flops and latches      7         148
repair buffers             22         174
-- synthesized netlist by cell type (all sizes together) --
master	count	area, um2
conb	1	3.75
o211ai	1	7.51
nand2	4	15.0
nand2b	2	12.5
nand4bb	1	11.3
nor3b	1	7.51
dfxtp	7	140
buf	51	380
a211o	1	8.76
nand3	1	5.00
nand3b	1	7.51
inv	1	3.75
mux2i	2	20.0
xor2	1	8.76
nor4bb	1	25.0
o211a	1	10.0
a21oi	1	5.00
nor2	1	3.75
and2	2	12.5
a211oi	1	7.51
xnor2	2	17.5
-- repair_timing --
action | in CTS | in global routing
pin swaps | 5 | 1
gates resized | 19 | 1
endpoints found under the setup margin | 5 | 5
setup buffers | 1 | 1
-- stage by stage --
stage | std cells | utilization, % | power (uW) | instance area [um2] | setup WS (ns)
2_1_floorplan | 133 | - | 442 | 897 | 0.146
3_3_place_gp | 148 | 21.7 | 398 | 742 | -0.390
3_5_place_dp | 148 | 21.7 | 398 | 742 | -0.395
4_1_cts | 153 | 23.0 | 648 | 786 | -0.123
5_1_grt | 154 | 23.3 | 683 | 795 | -0.156
6_report | 154 | 23.3 | 635 | 795 | -0.0910
-- sequential cells by signal, indices dropped and copies added, names as in the netlist --
name                          cells
APB_State                         3
apb_master_addr_fifo.rd_ptr       1
apb_master_addr_fifo.wr_ptr       1
apb_master_wdata_fifo.rd_ptr      1
apb_master_wdata_fifo.wr_ptr      1
-- per-layer routing --
metal | GRT usage (%) | up-vias | routed length (um)
met5 | 0 | - | 0
met4 | 1.06 | 0 | 24
met3 | 0.341 | 2 | 56
met2 | 7.14 | 29 | 736
met1 | 4.62 | 196 | 600
li1 | - | 215 | -
-- worst max-delay path: cells and delay by family, from the launching register on --
kind | cells | cell delay (ns)
XOR/XNOR | 1 | 0.17
AND/OR/NAND/NOR | 1 | 0.14
flip-flops | 1 | 0.33
buffers and inverters | 1 | 0.08
-- power breakdown --
group          leakage, uW  internal [uW]  switching [uW]  total [uW]
clock            0.0000150            139            98.0         237
combinational     0.000339           73.0            48.3         121
sequential       0.0000590            268            8.70         277
Power figures rest on the tool's default switching activity, not on a simulated workload.
